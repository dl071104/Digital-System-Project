`run.sh`:
```
#!/bin/bash
# OpenROAD 26Q1-2900-gdf79404cd8, Yosys 0.63+post, stock flow scripts
make -C /OpenROAD-flow-scripts/flow DESIGN_CONFIG=/design/flow/config.mk WORK_HOME=/design/flow/orfs finish
```
`design.v`:
```
module hex_display (
input  [3:0] bin, 
output reg [6:0] seg
);
always @(*) begin
case (bin)
            		4'h0: seg = 7'b1000000;
            		4'h1: seg = 7'b1111001;
            		4'h2: seg = 7'b0100100;
            		4'h3: seg = 7'b0110000;
            		4'h4: seg = 7'b0011001;
            		4'h5: seg = 7'b0010010;
            		4'h6: seg = 7'b0000010;
            		4'h7: seg = 7'b1111000;
            		4'h8: seg = 7'b0000000;
            		4'h9: seg = 7'b0010000;
            		4'hA: seg = 7'b0001000;
            		4'hB: seg = 7'b0000011;
            		4'hC: seg = 7'b1000110;
            		4'hD: seg = 7'b0100001;
            		4'hE: seg = 7'b0000110;
            		4'hF: seg = 7'b0001110;
            		default: seg = 7'b1111111;
endcase
end
endmodule
module ram(
output reg [3:0] data_out,
input [3:0] addr,
input [3:0] mdi,
input clk,
input mwr);
 (* ramstyle = "M9K", ram_init_file = "partI.mif" *) reg [3:0] RAM[15:0];
always @(posedge clk) begin
 if (mwr) begin
	RAM[addr] <=mdi;
	end
		data_out <= RAM[addr];
	end
endmodule
module partI (
input  [9:0] SW,
input  [1:0] KEY,
output [7:0] HEX3,	 
output [7:0] HEX2,	 
output [7:0] HEX1,	 
output [7:0] HEX0	 
);
wire [3:0] addr = SW[7:4];
wire [3:0] mdi = SW[3:0];
wire clk = KEY[0];
wire [3:0] data_out0;
wire [3:0] data_out1;
wire mwr0 = SW[9]&(~SW[8]);
wire mwr1 = SW[9]&(SW[8]);
ram RAM1 (.data_out(data_out1), .addr(addr), .mdi(mdi), .clk(clk), .mwr(mwr1));
ram RAM0 (.data_out(data_out0), .addr(addr), .mdi(mdi), .clk(clk), .mwr(mwr0));
hex_display hex_addr (.bin(SW[7:4]), .seg(HEX3));        
hex_display hex_mdi (.bin(SW[3:0]), .seg(HEX2));  
hex_display hex_ram1 (.bin(data_out1), .seg(HEX1));   
hex_display hex_ram0 (.bin(data_out0), .seg(HEX0));   
endmodule
```
`constraint.sdc`:
```
current_design partI

set clk_period 3.1
set clk_io_pct 0.2

create_clock -name clk0 -period $clk_period [get_ports {KEY}]

set non_clock_inputs [all_inputs -no_clocks]
set_input_delay [expr $clk_period * $clk_io_pct] -clock clk0 $non_clock_inputs
set_output_delay [expr $clk_period * $clk_io_pct] -clock clk0 [all_outputs]
```
`config.mk`:
```
export PLATFORM = sky130hd
export DESIGN_NAME = partI
export DESIGN_NICKNAME = partI
export VERILOG_FILES = /design/flow/design.v
export SDC_FILE = /design/flow/constraint.sdc
export NUM_CORES = 4
export LEC_CHECK = 1
export CORE_UTILIZATION = 40
```
==> impl_metrics.yaml <==
# generated from flow reports
worst_setup_path:
  crit_top_cell: "clkdlybuf4s50_1"
  crit_path_max_fanout: 7
  crit_path_start_kind: "input port"
  slowest_delay_ns: 0.59
  crit_chain: "clkdlybuf4s50_1 -> nor2b_1 -> or3b_1 -> o21ai_1 -> clkdlybuf4s50_1"
  criticalPathCategory: "input port to primary output"
  cp.arrival_ns: 2.39
  critPathRequiredTime_ns: 2.48
  end_kind: "primary output"
  cp_slowest_cell: "clkdlybuf4s50_1"
detailed_routing:
  wl_per_cell_um: 18.5
  ant_nets: 0
  routed_wl_um: 12900
  drt-initial-drc-count: 203
  wl_met2_um: 6240
  highest_layer: "met4"
  viasPerCell: 5.21
  dr.pass1.iters: 4
  vias: 3624
  drc: 0
  wl_met3_um: 1180
  m1WireLength_um: 5360
  insertedDiodeCount: 0
global_route:
  grt_pass1_vias: 3713
  track_usage: 0.181
  grt_first_pass_wirelength_um: 20600
  grt_overflow: 0
  grt_max_degree: 34
  antenna_found_initial: 0
pwr:
  pwr-share-comb: 0.109
  leakage_nw: 2.93
  internal-power_mw: 3.49
  swShare: 0.169
  net-switching-power_mw: 0.711
  pwr-share-seq: 0.495
  power_density_nw_per_um2: 544
  p_clk_frac: 0.397
  vdd.ir_drop.worst_mv: 0.434
synth:
  synth.distinct_cells: 36
  syn_inst: 401
  yosysWarnings: 6
  ys.flops: 136
  ys.flop_type: "edfxtp_1"
  synth_area_leader_cell: "edfxtp_1"
  netlist_area_um2: 6370
  avgSynthCellArea_um2: 15.9
  postSynthSeqShare: 0.628
  yosysChipArea_um2: 6370
  async_flop_share: 0
  synth_top_area_share: 0.603
  yosys_cells: 401
  edf_count: 128
  topCellsByArea: "edfxtp_1, mux4_2, ha_1"
  most_common_cell: "edfxtp_1"
  top_cells_by_count: "edfxtp_1, and3_1, ha_1"
final_timing:
  setup_viol: 0
  min_period_ns: 3.01
  setup_tns_ns: 0
  skew_ns: 0.000777
  setup_ws_ns: 0.0876
  slew_headroom: 0.666
  max_freq_mhz: 332
  rsz0062_at_grt: "false"
  post-route-period-util: 0.972
  hold_viol: 0
  drv_slew: 0
  whs_ns: 0.669
  max_slew.worst_pin.slew_ns: 0.500
die:
  initial_core_util: 0.415
  placementRows: 45
  ios: 44
  die_h_um: 128
  die_x_um: 128
  core_area_um2: 15400
  dieArea_um2: 16400
placement:
  dp_cells: 664
  gp_congestion: 0.797
  io_buffer_count: 38
  hpwlAfterDp_um: 9060
  pre_cts_ws_ns: -0.106
cts:
  cts_max_level: 4
  clock_path_buffers: 2
  cts_buffers: 17
  clk_latency_ns: 0.35
  hold_buffers: 0
  tritoncts: "done"
  clock_sinks: 136
  clkSlewWorstSetupHoldPaths_ns: 0.04
  cts_root_buf: "clkbuf_16"
cells_and_area:
  n_fill_cell: 1252
  area_growth_pct: 21.2
  stdcell_count: 696
  drive_above_1_share: 0.194
job:
  openroad.warnings: 166
  max_cap_viol_count: 0
hold_path:
  hold_path_class: "register to register"
outcome:
  status: "finished, final reports clean"
[power groups by stage]
stage / sequential [mW] / clock (mW) / combinational [mW]
after CTS: 2.07 / 1.92 / 0.464
after global routing: 2.08 / 2.00 / 0.510
final: 2.08 / 1.67 / 0.457
[cells in the final DEF (no fill, tap or decap), types with 2 or more instances in the layout]
cell,instances
edfxtp_1,128
buf_4,38
clkdlybuf4s50_1,35
and3_1,32
ha_1,28
mux4_2,20
nand2_1,20
mux2i_1,19
clkbuf_16,17
nor2_1,16
inv_1,13
a22oi_1,11
mux4_1,11
nor2b_1,9
dfxtp_1,8
a21oi_1,8
nand3_1,6
a22o_1,6
o21ai_1,6
o2111ai_1,5
clkbuf_8,5
nand2b_1,4
o22ai_1,4
conb_1,4
clkinv_2,4
or3b_1,3
and2_1,2
mux2_2,2
o31ai_1,2
a32o_1,2
clkinvlp_4,2
clkbuf_1,2
dlygate4sd2_1,2
[state kept, by name, summed over array words and instances (netlist names)]
name,cells
RAM1.data_out,4
RAM1.RAM,64
RAM0.RAM,64
RAM0.data_out,4
[what timing repair did]
action	CTS	global route
cloned	0	0
setup buffers	0	0
endpoints found under the setup margin	6	1
pin swaps	0	0
resized	2	2
[final cells by class]
type | instances | area, um^2 | share of cell area
well taps | 211 | 264 | 0.0342
flip-flops and latches | 136 | 4000 | 0.518
inverters | 14 | 52.6 | 0.00680
multi-input cells | 226 | 2160 | 0.279
repair buffers | 77 | 678 | 0.0877
clock inverters | 8 | 68.8 | 0.00890
clock buffers | 24 | 502 | 0.0649
[critical path: cells and delay by family]
| kind | cells | cell delay, ns |
|---|---|---|
| buffers and inverters | 2 | 1.07 |
| AND-OR/OR-AND | 1 | 0.10 |
| AND/OR/NAND/NOR | 2 | 0.61 |
[per-layer routing]
metal,track usage,up-vias
met5,0,-
met1,0.272,1768
li1,-,1708
met2,0.273,143
met3,0.0850,5
met4,0.0131,0
[stage by stage]
stage          instance area [um^2]  power, mW  utilization
6_report                       7730       4.20        0.503
5_1_grt                        7730       4.59        0.503
4_1_cts                        7730       4.46        0.503
3_3_place_gp                   7160       2.57        0.466
2_1_floorplan                  6390       2.34            -
3_5_place_dp                   7160       2.57        0.466
[final timing paths]
path,start,to,slack [ns],cells past startpoint
worst max-delay path,SW[3],HEX2[0],0.09,5
worst min-delay path,RAM1.RAM[9][0]$_DFFE_PP_,RAM1.data_out[0]$_DFF_P_,0.67,4
worst max register to register,RAM0.RAM[5][0]$_DFFE_PP_,RAM0.data_out[0]$_DFF_P_,1.65,3
worst min register to register,RAM1.RAM[9][0]$_DFFE_PP_,RAM1.data_out[0]$_DFF_P_,0.67,4
[kinds of logic (layout without fill, tap and decap cells)]
| family | after synthesis | count (layout) | synth area share |
|---|---|---|---|
| simple gates | 93 | 93 | 0.0771 |
| fa+ha+maj | 29 | 29 | 0.0569 |
| buf+inv | 42 | 123 | 0.0353 |
| other cells | 1 | 4 | 0.000588 |
| mux | 52 | 52 | 0.149 |
| compound gates | 48 | 48 | 0.0526 |
| flops | 136 | 136 | 0.628 |
Power figures rest on the tool's default switching activity, not on a simulated workload.
