**flow/run.sh**
```bash
#!/bin/bash
# OpenROAD 26Q1-2900-gdf79404cd8, Yosys 0.63+post, stock flow scripts
make -C /OpenROAD-flow-scripts/flow DESIGN_CONFIG=/design/flow/config.mk WORK_HOME=/design/flow/orfs finish
```
**flow/design.v**
```verilog
module hex_display (
input  [3:0] bin, 
output reg [6:0] seg
);
always @(*) begin
case (bin)
            		4'h0: seg = 7'b1000000;
            		4'h1: seg = 7'b1111001;
            		4'h2: seg = 7'b0100100;
            		4'h3: seg = 7'b0110000;
            		4'h4: seg = 7'b0011001;
            		4'h5: seg = 7'b0010010;
            		4'h6: seg = 7'b0000010;
            		4'h7: seg = 7'b1111000;
            		4'h8: seg = 7'b0000000;
            		4'h9: seg = 7'b0010000;
            		4'hA: seg = 7'b0001000;
            		4'hB: seg = 7'b0000011;
            		4'hC: seg = 7'b1000110;
            		4'hD: seg = 7'b0100001;
            		4'hE: seg = 7'b0000110;
            		4'hF: seg = 7'b0001110;
            		default: seg = 7'b1111111;
endcase
end
endmodule
module hex_displayOUTPUT(
input  [3:0] bin, 
input PRINT,
output reg [6:0] seg
);
always @(*) begin
if (PRINT == 1) begin
case (bin)
            		4'h0: seg = 7'b1000000;
            		4'h1: seg = 7'b1111001;
            		4'h2: seg = 7'b0100100;
            		4'h3: seg = 7'b0110000;
            		4'h4: seg = 7'b0011001;
            		4'h5: seg = 7'b0010010;
            		4'h6: seg = 7'b0000010;
            		4'h7: seg = 7'b1111000;
            		4'h8: seg = 7'b0000000;
            		4'h9: seg = 7'b0010000;
            		4'hA: seg = 7'b0001000;
            		4'hB: seg = 7'b0000011;
            		4'hC: seg = 7'b1000110;
            		4'hD: seg = 7'b0100001;
            		4'hE: seg = 7'b0000110;
            		4'hF: seg = 7'b0001110;
            		default: seg = 7'b1111111;
endcase
end
end
endmodule
module ram8Bit(
output reg [7:0] data_out,
input [3:0] addr,
input [7:0] mdi,
input clk,
input mwr);
 (* ramstyle = "M9K", ram_init_file = "partII.mif" *) reg [7:0] RAM[15:0];
always @(posedge clk) begin
 if (mwr) begin
	RAM[addr] <=mdi;
	end
		data_out <= RAM[addr];
	end
endmodule
module SquareRoot_v1 (
input clk,
input resetN,
input St,
input [7:0] N,
output reg Done,
output reg [2:0] state,
output reg [3:0] Sqrt,
output reg [7:0] dataCopy
);
wire [7:0] data_out;
reg [3:0] count = 4'b0000;
reg [2:0]nextstate;
reg [7:0] sub;
integer clean;
    localparam S0 = 3'd0;  
    localparam S1 = 3'd1;  
    localparam S2 = 3'd2;  
    localparam S3 = 3'd3;  
    localparam S4 = 3'd4;  
	 localparam S5 = 3'd5;  
always @(posedge clk or negedge resetN) begin
	if(~resetN) begin
		state<=S0;
		end
	else begin
		state<=nextstate;
		case(state)
		S0: begin
		count<= 4'b0000;  
		sub<=8'b00000001;
		Sqrt <= 4'b0000;  
		dataCopy <= 8'b00000000;
		end
		S1: begin
		dataCopy <= N;
		end
		S3: begin
			dataCopy <= dataCopy - sub;
			sub <= sub + 2;
			count <= count + 1;
			end
		S4: begin
			Done <= 1;
		if (St == 1)
			Sqrt <= count;
			end
		S5: begin	
			Done <= 0;
			end
			endcase
			end
			end
always @(*) begin
case (state)
S0: begin
	nextstate <= S1;
	end
S1: begin
	nextstate <=S2;
	end
S2: begin
	if(dataCopy >= sub)
	nextstate <= S3;
	else
	nextstate <= S4;
	end
S3: begin
	nextstate <= S2;
	end
S4: begin
	nextstate <= S5;
	end
S5: begin
	nextstate <= S0;
	end
	endcase
end
endmodule
module partII(
    output [7:0] HEX0,
    output [7:0] HEX1,
    output [7:0] HEX2,
    output [7:0] HEX3,
    output [7:0] HEX4,
    output [7:0] HEX5,
    input  [1:0] KEY,  
    output reg [9:0] LEDR,
    input  [9:0] SW  
);
    wire [7:0] sqrt, dataCopy;
    wire Done;   
    reg [7:0] mdi;
	 wire [7:0] N;
	 wire [2:0] state;
	 reg [3:0] addr = 4'b0000;
		ram8Bit RAM( .data_out(N), .addr(addr), .mdi(mdi), .clk(KEY[1]), .mwr(SW[7]));  
	SquareRoot_v1 S(
        .clk(KEY[1]),
        .resetN(KEY[0]),
        .St(SW[8]),
        .N(N),
        .Done(Done),   
        .Sqrt(sqrt),
		  .state(state),
		  .dataCopy(dataCopy)
    );
    always @(posedge KEY[1]) begin  
		if (Done == 1) begin
		if (addr < 4'b1111)
		addr = addr + 1;
		else if (addr == 4'b1111)
		addr = 4'b0000;
		end
		if(SW[7] == 1) begin
        case(SW[3:0])  
            4'b0001: mdi = 8'b00000001;   
            4'b0010: mdi = 8'b00000100;   
            4'b0011: mdi = 8'b00001001;   
            4'b0100: mdi = 8'b00010000;   
            4'b0101: mdi = 8'b00011001;   
            4'b0110: mdi = 8'b00100100;   
            4'b0111: mdi = 8'b00110001;   
            4'b1000: mdi = 8'b01000000;   
            4'b1001: mdi = 8'b00000000;   
            4'b1010: mdi = 8'b00000110;   
            4'b1011: mdi = 8'b00001101;   
            4'b1100: mdi = 8'b00010101;   
            4'b1101: mdi = 8'b00011011;   
            4'b1110: mdi = 8'b00101100;   
            4'b1111: mdi = 8'b11111111;   
            default: mdi = 8'b00000111;   
        endcase
		  end
    end
    always @(*) begin
        LEDR[0] = Done;   
    end
    hex_display hex0 (.bin(N[3:0]), .seg(HEX0));
    hex_display hex1 (.bin(N[7:4]), .seg(HEX1));
	 hex_display hex3 (.bin(state), .seg(HEX3));
	 hex_display hex5 (.bin(dataCopy[7:4]), .seg(HEX5));
	 hex_display hex4 (.bin(dataCopy[3:0]), .seg(HEX4));
	 hex_displayOUTPUT hex2 (.bin(sqrt), .seg(HEX2), .PRINT(SW[8]));
endmodule
```
**flow/config.mk**
```make
export PLATFORM = sky130hd
export DESIGN_NAME = partII
export DESIGN_NICKNAME = partII
export VERILOG_FILES = /design/flow/design.v
export SDC_FILE = /design/flow/constraint.sdc
export NUM_CORES = 4
export LEC_CHECK = 1
export CORE_UTILIZATION = 30
```
**flow/constraint.sdc**
```tcl
current_design partII

set clk_period 8.4
set clk_io_pct 0.2

create_clock -name clk0 -period $clk_period [get_ports {KEY}]

set non_clock_inputs [all_inputs -no_clocks]
set_input_delay [expr $clk_period * $clk_io_pct] -clock clk0 $non_clock_inputs
set_output_delay [expr $clk_period * $clk_io_pct] -clock clk0 [all_outputs]
```
==> impl_metrics.py <==
# Physical implementation metrics
metrics = {
    "run_status": {
        "status": "finished, violations left",
        "violations": "negative hold slack",
    },
    "pwr": {
        "total_power_w": 0.005743,
        "power.density_nw_per_um2": 379.6,
        "power_leakage_nw": 6.068,
        "max-vdd-ir-drop_uv": 185.0,
    },
    "routing": {
        "drt_iter0_markers": 835,
        "drt_pass1_iterations": 7,
        "wl_per_cell_um": 23.27,
        "diodes": 0,
        "via_count": 7165,
        "drtAntennaViolNets": 0,
        "wirelength_mm": 31.24,
        "avgViaCountPerCell": 5.339,
        "drc": 0,
    },
    "yosys": {
        "edf_count": 164,
        "xor_share_pct": 1.292,
        "synth_top_area_share_pct": 52.41,
        "yosysWarnings": 23,
        "netlist_instances": 671,
        "simple_gate_share_pct": 7.310,
        "numSynthFlops": 206,
        "avgSynthCellArea_um2": 14.00,
        "top_cells_by_count": "edfxtp_1, ha_1, nand2_1",
        "yosys_cells": 671,
        "mux_area_share_pct": 12.40,
        "yosysChipArea_um2": 9397,
        "synthTopLogicFamily": "multiplexers",
        "synth_top_flop_cell": "edfxtp_1",
        "synthAoiAreaFrac_pct": 7.217,
        "synth_area_um2": 9397,
        "yosys-top-cells-area": "edfxtp_1, mux4_2, ha_1, dfxtp_1, nand2_1",
        "synth_cell_types": 56,
        "adder_share_pct": 6.605,
        "synthArstFlopShare_pct": 1.456,
        "post-synth-top-count-cell": "edfxtp_1",
        "largest_area_cell": "edfxtp_1",
    },
    "critical_path": {
        "rr_worst_depth": 16,
        "critPathCaptureType": "flip-flop",
        "arrival_ns": 7.44,
        "startpoint_type": "clock port",
        "worstSetupPathType": "clock port to flip-flop",
        "required_ns": 8.64,
        "crit_path_max_fanout": 9,
    },
    "job": {
        "maxCapViolations": 0,
        "tool_warnings": 279,
    },
    "placed_design": {
        "place_area_um2": 10300,
        "hpwl_mm": 11.93,
        "gp_congestion": 0.8435,
        "io_buffer_count": 49,
    },
    "grt": {
        "grt_antenna_before_repair": 0,
        "grt_pass1_vias": 8694,
        "grt_overflow": 0,
        "grt_max_degree": 38,
        "track_usage_pct": 22.94,
        "grt_pass1_wl_mm": 48.53,
    },
    "cells_and_area": {
        "layout-drive-gt1-share_pct": 27.70,
        "nFillCells": 2348,
        "final_core_util_pct": 49.33,
        "fin_area_um2": 15130,
        "syn_to_final_growth_pct": 61.01,
    },
    "floorplanning": {
        "num_rows": 64,
        "dieArea_um2": 32030,
        "coreArea_um2": 30670,
        "die_x_um": 179.0,
        "die_h_um": 179.0,
        "io_pins": 70,
        "fp-utilization_pct": 30.64,
    },
    "clock_network": {
        "cts_tree": "yes",
        "clk_pin_slew_worst_paths_ns": 0.06,
        "holdBufCountCts": 0,
        "cts.repair.resized": 0,
        "clkLatencyLatePin_ns": 0.36,
        "cts_setup_buffers": 0,
    },
    "final_timing": {
        "hold-worst-slack_ns": -0.4663,
        "setup_tns_ns": 0,
        "rsz0062_at_grt": "false",
        "hold_viol_final": 3,
        "untimed_endpoints": 20,
        "finalSetupViolations": 0,
        "maxSlewHeadroom_pct": 28.21,
        "drv_slew": 0,
        "skew_ns": 0.002809,
        "unclocked_regs": 10,
        "tightestPinTransition_ns": 1.077,
    },
    "hold_path": {
        "hp-class": "clock port to async pin",
    },
}
[logic make-up (layout without fill, tap and decap cells)]
kind of cell | count (synthesis) | after routing
adder cells (fa/ha/maj) | 49 | 49
AND/OR/NAND/NOR | 148 | 148
latches | 10 | 10
XOR/XNOR | 13 | 13
buffers and inverters | 83 | 344
multiplexers | 64 | 64
flip-flops | 196 | 196
other | 1 | 15
AND-OR/OR-AND | 107 | 107
[report_power, final]
part	internal [W]	switching, W
registers	0.00125	0.000179
logic	0.000426	0.000388
clock network	0.00234	0.00116
[registers in the layout, summed over array words and instances, names as in the netlist, named ones only]
| name | cells |
|---|---|
| RAM.RAM | 128 |
| RAM.data_out | 8 |
| S.dataCopy | 8 |
| mdi | 8 |
| S.sub | 7 |
| hex2.seg | 7 |
| hex4.seg | 7 |
| hex5.seg | 7 |
| S.Sqrt | 4 |
| S.count | 4 |
| addr | 4 |
| S.nextstate | 3 |
| S.state | 3 |
| S.Done | 1 |
[cell usage in the layout, fill, tap and decap left out, types with 11 or more instances in the layout]
cell,Yosys,final
nor2_1,43,43
nand2_1,46,46
mux4_2,41,41
o21ai_0,34,34
a21oi_1,22,22
clkdlybuf4s50_1,0,49
mux2i_1,17,17
nor3_1,13,13
ha_1,48,48
buf_4,16,16
dfxtp_1,29,29
edfxtp_1,164,164
nand3_1,11,11
conb_1,1,15
clkbuf_16,0,173
clkbuf_1,22,20
inv_1,37,56
[layer usage]
metal | track usage, % | part of all wire, % | up-vias
met1 | 22.49 | 36 | 3372
li1 | - | - | 2983
met2 | 27.85 | 42 | 612
met3 | 22.44 | 15 | 192
met4 | 16.84 | 5.6 | 6
met5 | 9.776 | 0.62 | -
[area by class of cell]
class / count / area (um^2) / area share, %
Clock inverter: 61 / 456.7 / 3.019
Timing Repair Buffer: 65 / 610.6 / 4.036
Inverter: 24 / 90.09 / 0.5954
Tap cell: 396 / 495.5 / 3.275
Clock buffer: 194 / 4418 / 29.20
Sequential cell: 206 / 5731 / 37.88
Multi-Input combinational cell: 396 / 3328 / 22.00
[worst paths after layout]
check / slack [ns] / startpoint / to
max reg2reg: 3.78 / S.state[0]$_DFF_PN0_ / hex4.seg[0]$_DFF_P_
min: -0.47 / KEY[0] / S.state[2]$_DFF_PN0_
max: 1.20 / KEY[0] / hex4.seg[0]$_DFF_P_
min in group clk0: 0.10 / KEY[0] / S.Done$_DFFE_PP_
max in group asynchronous: 8.78 / KEY[0] / S.state[1]$_DFF_PN0_
min reg2reg: 0.59 / S.sub[1]$_SDFFCE_PP0P_ / S.sub[1]$_SDFFCE_PP0P_
[per-stage QoR]
stage | setup WS (ns) | cells
after global placement | 2.137 | 1100
after global routing | 1.109 | 1342
after detailed placement | 2.137 | 1100
final | 1.200 | 1342
after CTS | 1.213 | 1342
after floorplan | 2.178 | 685
[critical path, stage by stage]
cell and delay (ns):
clkbuf_16 0.12, clkbuf_16 0.13, nand2_1 0.09, clkbuf_16 0.15
clkbuf_16 0.12, nor2_1 0.06, clkbuf_16 0.22, clkbuf_16 0.17
mux2i_1 0.43, clkbuf_16 0.23, clkbuf_16 0.13, clkbuf_16 0.11
inv_1 0.04, ha_1 0.30, mux2_2 0.32, a22oi_1 0.17
o21ai_0 0.12, a211o_1 0.32
No activity file was given, so power comes from the tool's default toggle rates.
